==> flow/design.v <==
module alu(data_operandA, data_operandB, ctrl_ALUopcode,
			ctrl_shiftamt, data_result, isNotEqual, isLessThan, overflow);
	input [31:0] data_operandA, data_operandB;
	input [4:0] ctrl_ALUopcode, ctrl_shiftamt;
	output [31:0] data_result;
	output isNotEqual, isLessThan, overflow;
	wire signed[31:0] inner_A, inner_B;
	reg signed[31:0] inner_result;
	reg inner_cout;
	reg inner_of;
	assign inner_A = data_operandA;
	assign inner_B = data_operandB;
	assign data_result = inner_result;
	assign isNotEqual = inner_A != inner_B;
	assign isLessThan = inner_A < inner_B;
	assign overflow=inner_of;
	always @(ctrl_ALUopcode or inner_A or inner_B or ctrl_shiftamt)
		begin
			{inner_cout, inner_result} = inner_A + inner_B;
			case (ctrl_ALUopcode)
				0 : {inner_cout, inner_result} = inner_A + inner_B;   
				1 : {inner_cout, inner_result} = inner_A - inner_B;	 
				2 : inner_result = inner_A & inner_B;  			 
				3 : inner_result = inner_A | inner_B;  			 
				4 : inner_result = inner_A << ctrl_shiftamt;		 
				5 : inner_result = inner_A >>> ctrl_shiftamt;	 
			endcase
			if (ctrl_ALUopcode == 0 ) begin
				inner_of = inner_cout != inner_result[31];
			end
			else if(ctrl_ALUopcode == 1) begin
				inner_of = inner_cout != inner_result[31];
			end
			else begin
				inner_of=0;
			end
		end
endmodule
module controlSignals(q_imem,Rwe,Rs2,ALUinB,DMwe,Rwd,ALUop,shiftamt);
input [31:0] q_imem;
output Rwe,Rs2,ALUinB,DMwe,Rwd;
output [4:0] ALUop,shiftamt;
reg inner_Rwe,inner_Rs2,inner_ALUinB,inner_DMwe,inner_Rwd;
reg[4:0] inner_ALUop,inner_shiftamt;
assign Rwe=inner_Rwe;
assign Rs2=inner_Rs2;
assign ALUinB=inner_ALUinB;
assign DMwe=inner_DMwe;
assign Rwd=inner_Rwd;
assign ALUop=inner_ALUop;
assign shiftamt=inner_shiftamt;
always @* begin
	if(q_imem[31:27]==5'b00000) begin  
		inner_Rwe=1'b1;
		inner_Rs2=1'b0;
		inner_ALUinB=1'b0;
		inner_DMwe=1'b0;
		inner_Rwd=1'b0;
		inner_ALUop=q_imem[6:2];
		inner_shiftamt=q_imem[11:7];
	 end
	 if(q_imem[31:27]==5'b00101) begin  
		inner_Rwe=1'b1;
		inner_Rs2=1'b0;  
		inner_ALUinB=1'b1;
		inner_DMwe=1'b0;
		inner_Rwd=1'b0;
		inner_ALUop=5'b00000;
		inner_shiftamt=5'b00000;
	 end
	 if(q_imem[31:27]==5'b00111) begin  
		inner_Rwe=1'b0;
		inner_Rs2=1'b1;  
		inner_ALUinB=1'b1;
		inner_DMwe=1'b1;
		inner_Rwd=1'b0;
		inner_ALUop=5'b00000;
		inner_shiftamt=5'b00000;
	 end
	 if(q_imem[31:27]==5'b01000) begin  
		inner_Rwe=1'b1;
		inner_Rs2=1'b0;  
		inner_ALUinB=1'b1;
		inner_DMwe=1'b0;
		inner_Rwd=1'b1;
		inner_ALUop=5'b00000;
		inner_shiftamt=5'b00000;
	 end
end
endmodule
module pc(clk,rst,addr);
input clk;
input rst;
output reg[11:0] addr;
always @(posedge clk or posedge rst) begin
	if (rst) begin
		addr <= 12'b0;
	end
	else begin
		addr <= addr + 12'b1;
	end
end
endmodule
module processor(
    clock,                           
    reset,                           
    address_imem,                    
    q_imem,                          
    address_dmem,                    
    data,                            
    wren,                            
    q_dmem,                          
    ctrl_writeEnable,                
    ctrl_writeReg,                   
    ctrl_readRegA,                   
    ctrl_readRegB,                   
    data_writeReg,                   
    data_readRegA,                   
    data_readRegB                    
);
    input clock, reset;
    output [11:0] address_imem;
    input [31:0] q_imem;
    output [11:0] address_dmem;
    output [31:0] data;
    output wren;
    input [31:0] q_dmem;
    output ctrl_writeEnable;
    output [4:0] ctrl_writeReg, ctrl_readRegA, ctrl_readRegB;
    output [31:0] data_writeReg;
    input [31:0] data_readRegA, data_readRegB;
	pc myPC(clock,reset,address_imem);
	wire Rs2,Rwe,ALUinB,Rwd,DMwe;
   wire[4:0] ALUop,shiftamt;
	controlSignals myControl(q_imem,ctrl_writeEnable,Rs2,ALUinB,wren,Rwd,ALUop,shiftamt);
	wire signed[31:0] data_operandB,extendImd;
	assign extendImd[16:0] = q_imem[16:0];
	assign extendImd[31:17] = {15{q_imem[16]}};  
	assign data_operandB=ALUinB?extendImd:data_readRegB;
	wire signed[31:0] data_result;
	wire isNotEqual,isLessThan,overflow;
	alu myAlu(data_readRegA, data_operandB, ALUop, shiftamt, data_result, isNotEqual, isLessThan, overflow);
	assign ctrl_readRegA=q_imem[21:17];
	assign ctrl_readRegB=Rs2?q_imem[26:22]:q_imem[16:12];
	assign ctrl_writeReg=overflow?5'b11110:q_imem[26:22];  
	wire [31:0] data_write1;
	assign data_write1=Rwd?q_dmem:data_result;
	assign data_writeReg=overflow?1'b1:data_write1; 
	assign address_dmem=data_result[11:0];
	assign data=data_readRegB;	 
endmodule
==> flow/run.sh <==
#!/bin/bash
# OpenROAD 26Q1-2900-gdf79404cd8, Yosys 0.63+post, stock flow scripts
make -C /OpenROAD-flow-scripts/flow DESIGN_CONFIG=/design/flow/config.mk WORK_HOME=/design/flow/orfs finish
==> flow/config.mk <==
export PLATFORM = sky130hd
export DESIGN_NAME = processor
export DESIGN_NICKNAME = processor
export VERILOG_FILES = /design/flow/design.v
export SDC_FILE = /design/flow/constraint.sdc
export NUM_CORES = 4
export LEC_CHECK = 1
export CORE_UTILIZATION = 50
==> flow/constraint.sdc <==
current_design processor

set clk_period 35.2
set clk_io_pct 0.2

create_clock -name clk0 -period $clk_period [get_ports {clock}]

set non_clock_inputs [all_inputs -no_clocks]
set_input_delay [expr $clk_period * $clk_io_pct] -clock clk0 $non_clock_inputs
set_output_delay [expr $clk_period * $clk_io_pct] -clock clk0 [all_outputs]
==> run summary <==
register pins left without a clock: 14
via/cell ratio: 6.40
max_cap viols: 0
Area Overhead vs Synth: 20.3%
final core area utilization: 0.617
Worst path slowest cell: sky130_fd_sc_hd__and2_1
top routing layer in use: met4
total length of routed wires: 46.0 mm
fmax: 51.8 MHz
die extent in y: 149 um
clk latency of the worst-skew pair: 0.24 ns
clock skew: 0.000970 ns
share of total power consumed by net switching: 0.501
number of diodes added for antenna fixing: 0
routed length on met3: 5.11 mm
most used flip-flop cell after synthesis: sky130_fd_sc_hd__dlxtn_1
chip footprint: 22300 um^2
Max rail drop VDD: 0.0000173 V
setup fix buffers added after clock tree synthesis: 0
clock tree from TritonCTS: built
standby leakage power: 5.50 nW
net load switching power: 0.000140 W
worst min-delay path category: flip-flop to flip-flop
clock slew at the register clock pins of the worst setup and hold paths: 0.04 ns
flip-flops with a built-in enable: 0
register bit total from synthesis: 26
share of async-settable or async-resettable flops after synthesis: 0.462
part of the power in combinational logic: 0.856
routability congestion estimate: 1.07
cell count after synthesis: 1570
initial antenna violation count: 0
combined area of all synthesized cells: 10900 um^2
critical path type: input pin to output pin
shortest period the worst path allows: 19.31 ns
yosys stat chip area: 10900 um^2
first-iteration detailed-routing DRC count: 1124
portion of synthesized cell area occupied by the leading cell type: 0.138
internal power: 0.000139 W
setup repair after global routing missed its margin: false
drt first pass iters: 8
total CTS buffers: 3
count of H-tree levels built during CTS: 1
I/O pin count: 235
top cells by count: sky130_fd_sc_hd__a21oi_1 (161), sky130_fd_sc_hd__nor2_1 (159), sky130_fd_sc_hd__nand2_1 (145)
required time reported for the critical path endpoint: 28.16 ns
post-layout period usage: 0.549
family with the most delay on the worst path: simple AND/OR/NAND/NOR gates
vias in the first global route: 11497
Port-buffer cells: 224
fraction of layout cells with a size suffix above 1: 0.0644
met2 WL post-DR: 19.8 mm
row count: 53
number of setup violations in the final report: 0
cell at the root of the clock tree: sky130_fd_sc_hd__clkbuf_16
dominant cell by count in the synthesized netlist: sky130_fd_sc_hd__a21oi_1
number of unconstrained endpoints: 16
total number of warnings across the stage logs: 113
largest incremental delay on the critical path: 0.65 ns
power per unit of standard cell area: 21.4 nW/um^2
slew at the pin with the worst max-slew slack: 0.891 ns
count of hold buffers inserted by post-cts repair: 0
post-CTS resize count: 0
top area cells in the synthesized netlist: sky130_fd_sc_hd__ha_1 (14%), sky130_fd_sc_hd__mux2i_1 (9.3%), sky130_fd_sc_hd__a21oi_1 (7.4%), sky130_fd_sc_hd__nor2_1 (5.5%), sky130_fd_sc_hd__o21ai_0 (5.3%)
area leader, netlist: sky130_fd_sc_hd__ha_1
total gr overflow: 0
sequential fraction of design power: 0.062
Setup TNS: 0 ns
worst path bufs/invs: 2
Tot Pwr: 0.000280 W
Fin. Hold Viols: 0
result of the run: finished clean
deepest clock path buffer count: 2
horizontal die size: 149 um
floorplan core density: 0.513
Final Max Slew Viols: 0
data arrival time of the worst path: 12.27 ns
Clock Power Share: 0.081
core area: 21200 um^2
HPWL after DPL: 36.6 mm
CP most frequent cell: sky130_fd_sc_hd__clkdlybuf4s50_1
All-Layer GR Usage: 0.414
hold_ws: 0.476 ns
series of cell instances along the critical path: clkdlybuf4s50_1, and2_1, a21oi_1, ha_1, nand2b_1, or3_1, a211oi_1, o22ai_1, nor4b_1, o211a_1, a31o_1, or4_4, nand2_4, a2111oi_2, clkdlybuf4s50_1
crit path max fanout: 35
Critical Path Source Type: input pin
Syn. warnings: 3
met1 routed wirelength after detailed routing: 19.1 mm
max-slew headroom at the worst pin: 0.406
unique cell type count in the Yosys netlist: 84
mean instance size in the synthesized netlist: 6.91 um^2
element type at the critical path end: output pin
post-detailed-route count of antenna-violating nets: 0
wire length of the first global-routing pass: 67.9 mm
detailed-route wire length per cell: 23.4 um
largest net degree at the start of global routing: 75
residual DRC count: 0
post-synthesis cell count from yosys: 1570
Vias: 12582
[cell type report]
cell class,count,area (um^2)
clock buffer,4,88.8
fill,1922,8100
inverter,119,447
multi-input combinational,1293,9220
sequential,26,519
tap,275,344
timing repair buffer,250,2440
[registers in the layout, summed over array words and instances (netlist names)]
signal                    flops
myControl.inner_ALUop         5
myControl.inner_Rs2           1
myControl.inner_ALUinB        1
myControl.inner_Rwd           1
myControl.inner_Rwe           1
myPC.addr                    12
myControl.inner_shiftamt      5
[power groups by stage]
| stage | logic [W] | registers [W] | clock network, W |
|---|---|---|---|
| after global routing | 0.000258 | 0.0000175 | 0.0000238 |
| final | 0.000239 | 0.0000174 | 0.0000227 |
| after CTS | 0.000234 | 0.0000173 | 0.0000228 |
[cell families after synthesis]
group	share of synthesized area
simple gates	0.190
compound gates	0.302
latches	0.0194
buf+inv	0.104
flops	0.0277
fa+ha+maj	0.142
mux	0.168
xor+xnor	0.0468
[path summary, 6_finish.rpt]
path | start | endpoint | slack (ns) | cells after the start
min reg2reg | myPC.addr[11] | myPC.addr[11] | 0.48 | 1
max reg2reg | myPC.addr[2] | myPC.addr[9] | 33.54 | 6
min | myPC.addr[11] | myPC.addr[11] | 0.48 | 1
max | q_imem[16] | data_writeReg[19] | 15.89 | 15
min in group asynchronous | reset | myPC.addr[0] | 7.17 | 2
max in group asynchronous | reset | myPC.addr[10] | 27.71 | 2
[placed cells by master (no fill, tap or decap), types with 6 or more instances in the layout]
cell type / Yosys / routed
sky130_fd_sc_hd__xnor2_1: 44 / 44
sky130_fd_sc_hd__a2111oi_0: 7 / 7
sky130_fd_sc_hd__o22ai_1: 8 / 8
sky130_fd_sc_hd__a21oi_1: 161 / 161
sky130_fd_sc_hd__nor3_1: 32 / 32
sky130_fd_sc_hd__a211oi_1: 25 / 25
sky130_fd_sc_hd__mux2i_1: 101 / 101
sky130_fd_sc_hd__o21bai_1: 13 / 13
sky130_fd_sc_hd__nand3_1: 25 / 25
sky130_fd_sc_hd__nand2b_1: 11 / 11
sky130_fd_sc_hd__a32oi_1: 6 / 6
sky130_fd_sc_hd__a31oi_1: 12 / 12
sky130_fd_sc_hd__mux4_2: 22 / 22
sky130_fd_sc_hd__inv_1: 117 / 117
sky130_fd_sc_hd__a21o_1: 18 / 18
sky130_fd_sc_hd__dlxtn_1: 14 / 9
sky130_fd_sc_hd__o221ai_1: 15 / 15
sky130_fd_sc_hd__dfrtp_1: 12 / 12
sky130_fd_sc_hd__buf_4: 42 / 26
sky130_fd_sc_hd__a211o_1: 6 / 6
sky130_fd_sc_hd__nor4_1: 7 / 7
sky130_fd_sc_hd__o21ai_0: 116 / 116
sky130_fd_sc_hd__clkdlybuf4s50_1: 0 / 224
sky130_fd_sc_hd__o21a_1: 7 / 7
sky130_fd_sc_hd__ha_1: 120 / 120
sky130_fd_sc_hd__o211ai_1: 36 / 36
sky130_fd_sc_hd__a221oi_1: 20 / 20
sky130_fd_sc_hd__nor2_1: 159 / 159
sky130_fd_sc_hd__mux2_2: 28 / 28
sky130_fd_sc_hd__nor2b_1: 26 / 26
sky130_fd_sc_hd__nand2_1: 145 / 145
sky130_fd_sc_hd__o2111ai_1: 7 / 7
sky130_fd_sc_hd__o31ai_1: 9 / 9
sky130_fd_sc_hd__xor2_1: 14 / 14
[per-stage QoR]
stage / cells / cell area [um^2] / worst slack (ns)
2_1_floorplan: 1570 / 10900 / 17.75
3_3_place_gp: 1963 / 13000 / 16.19
3_5_place_dp: 1963 / 13000 / 16.00
4_1_cts: 1967 / 13100 / 15.98
5_1_grt: 1967 / 13100 / 15.69
6_report: 1967 / 13100 / 15.89
[metal layers]
layer / GRT usage / up-vias
met2: 0.623 / 762
met4: 0.162 / 0
met3: 0.105 / 113
met5: 0 / -
li1: - / 5891
met1: 0.568 / 5816
Power figures rest on the tool's default switching activity, not on a simulated workload.
