$ cat design/flow/run.sh
#!/bin/bash
# OpenROAD 26Q1-2900-gdf79404cd8, Yosys 0.63+post, stock flow scripts
make -C /OpenROAD-flow-scripts/flow DESIGN_CONFIG=/design/flow/config.mk WORK_HOME=/design/flow/orfs finish
$ cat design/flow/config.mk
export PLATFORM = sky130hd
export DESIGN_NAME = regfile
export DESIGN_NICKNAME = regfile
export VERILOG_FILES = /design/flow/design.v
export SDC_FILE = /design/flow/constraint.sdc
export NUM_CORES = 4
export LEC_CHECK = 1
export CORE_UTILIZATION = 40
$ cat design/flow/constraint.sdc
current_design regfile

set clk_period 10.9
set clk_io_pct 0.2

create_clock -name clk0 -period $clk_period [get_ports {clock}]

set non_clock_inputs [all_inputs -no_clocks]
set_input_delay [expr $clk_period * $clk_io_pct] -clock clk0 $non_clock_inputs
set_output_delay [expr $clk_period * $clk_io_pct] -clock clk0 [all_outputs]
$ cat design/flow/design.v
module regfile(
	clock, ctrl_writeEnable, ctrl_reset, ctrl_writeReg,
	ctrl_readRegA, ctrl_readRegB, data_writeReg, data_readRegA,
	data_readRegB
);
	input clock, ctrl_writeEnable, ctrl_reset;
	input [4:0] ctrl_writeReg, ctrl_readRegA, ctrl_readRegB;
	input [31:0] data_writeReg;
	output [31:0] data_readRegA, data_readRegB;
	reg[31:0] registers[31:0];
	always @(posedge clock or posedge ctrl_reset)
	begin
		if(ctrl_reset)
			begin
				integer i;
				for(i = 0; i < 32; i = i + 1)
					begin
						registers[i] = 32'd0;
					end
			end
		else
			if(ctrl_writeEnable && ctrl_writeReg != 5'd0)
				registers[ctrl_writeReg] = data_writeReg;
	end
	assign data_readRegA = registers[ctrl_readRegA];
	assign data_readRegB = registers[ctrl_readRegB];
endmodule
==> impl_metrics.ini <==
; physical design summary
[sta]
skew_ps = 0
fin_crit_ps = 9150
finalHoldViolations = 0
max_slew_margin_pct = 19.1
report.final.slew_viol_count = 0
timing.final.crit_share_pct = 84.0
fin_tns_setup_ps = 0
rsz0062_at_grt = false
worst_slew_pin_slew_ps = 1210
hold_slack_ps = 405
setup_viol = 0
max_clock_freq_ghz = 0.109

[layout]
syn_to_final_growth_pct = 14.1
largest_register_ffs = 1024
finalNonFillerCells = 6161
drive_gt1_share_pct = 34.2
design_area_sq_um = 58500

[yosys]
yosys_area_sq_um = 51300
post-synth-top-count-cell = dfrtp_1
synthTopCellsByArea = dfrtp_1 50%, mux2_2 22%, a22oi_1 12%
postSynthAreaPerCell_sq_um = 11.7
netlist_instances = 4379
async_reset_ff_share_pct = 100
ys_warn_count = 2
synth_cell_types = 63
largest_area_cell = dfrtp_1
syn_area_sq_um = 51300
synth-edff-count = 0
synth_stat.cells = 4379
netlist.area_leader.share_pct = 50.0
synth_top_flop_cell = dfrtp_1
ys_ff = 1024
ys_seq_share_pct = 50.0
common_cells = 1024 x dfrtp_1, 1001 x mux2_2, 793 x a22oi_1

[clock_tree]
cts_tree = built
cts_sinks = 1024
clock.latency.late_pin_ps = 710
cts_setup_buffers = 0
cts.clk_slew.worst_paths_ps = 60
htreeDepth = 3
post_cts_resize_count = 0
cts_buffers = 111
clk_path_buf_depth = 3
cts_hold_buf = 0
root_buffer = clkbuf_16

[grt]
grt_max_degree = 124
antenna_found_initial = 15
grt-ovfl-total = 0
grt_pass1_vias = 44300
gr-usage-all-layers_pct = 43.3
grt_pass1_wl_um = 371000

[power]
power.total_w = 0.0108
power.leakage_nw = 25.5
power_density_nw_per_um2 = 185
ir_worst_vdd_uv = 126

[place]
post_dp_cell_area_sq_um = 54700
gp_congestion = 1.08
dp.cells = 5941
dp_hpwl_um = 165000
port_buffers = 113

[drt]
drt_iter0_drc = 6540
wl_um = 272000
dr.pass1.iters = 13
wl_per_cell_um = 44.1
vias_per_cell = 7.38
drc = 0
ant_nets = 0
route.vias.total = 45400

[hold_path]
whs_path_depth = 0
min_path_type = register to register

[setup_path]
crit_start = ctrl_readRegB[1]
worst_ep_required_time_ps = 8720
worstSetupPathType = input port to primary output
rrSetupSlack_ps = 9930
crit_arrival_ps = 6970
r2r_start = registers[29][24]$_DFFE_PP0P_
rr_endpoint = registers[29][24]$_DFFE_PP0P_
cp-end-kind = primary output
r2r_cells = 1
cp_max_fo = 35
endpoint = data_readRegB[25]
start_kind = input port

[status]
status = completed

[die]
ios = 114
core_area_sq_um = 127000
initial_core_util_pct = 40.3
die_h_um = 360
die_x_um = 360
die-area_sq_um = 130000
std_cell_rows = 131

[job]
cap_violations = 0
tool_warnings = 42
kinds of logic after synthesis:
| family | Yosys count | share of synthesized area (%) |
|---|---|---|
| compound gates | 1075 | 15.5 |
| mux | 1045 | 22.9 |
| flops | 1024 | 50.0 |
| simple gates | 781 | 7.56 |
| buf+inv | 454 | 4.13 |
power by group:
part,switching [W],internal (W)
Sequential,0.000789,0.00452
Combinational,0.000748,0.000801
Clock,0.00165,0.00234
Total,0.00318,0.00765
per-stage QoR:
step | setup slack (ps) | utilization [%]
floorplan | -5390 | -
global placement | 2260 | 42.9
detailed placement | 2190 | 42.9
CTS | 2180 | 45.9
global route | 1940 | 45.9
finish | 1750 | 45.9
worst max-delay path, cell delays in order:
cell and delay [ps]:
buf_2 400, buf_4 520, or3b_1 760, nor2_4 820
buf_4 610, a22oi_1 180, nand2_1 140, nor4_1 60
a21oi_1 640, clkdlybuf4s50_1 600
per-layer routing:
layer  up-vias  global-route usage, %  wire length (um)
met5         -                   1.41               336
met4        26                   25.0             23500
met3      1591                   30.3             49600
met2      4538                   55.9            105000
met1     22500                   53.0             93200
li1      16700                      -                 -
cells in the final DEF (no fill, tap or decap), drive strengths merged, types with 11 or more instances in the layout:
| cell type | count |
|---|---|
| dfrtp | 1024 |
| mux2 | 1008 |
| a22oi | 794 |
| nand2 | 249 |
| buf | 241 |
| nor2 | 192 |
| clkbuf | 154 |
| nand4 | 105 |
| clkdlybuf4s50 | 104 |
| a21oi | 98 |
| nor3 | 61 |
| nand3 | 61 |
| nor4 | 37 |
| mux2i | 37 |
| a22o | 30 |
| clkinv | 26 |
| a222oi | 23 |
| o21ai | 22 |
| diode | 19 |
| nor2b | 17 |
| a2bb2oi | 16 |
| a31oi | 12 |
| a32oi | 12 |
| bufinv | 12 |
| nand2b | 12 |
| inv | 11 |
how the worst min path moves through the flow:
stage	start	endpoint	slack (ps)
4_1_cts	registers[0][24]$_DFFE_PP0P_	registers[0][24]$_DFFE_PP0P_	400
5_1_grt	registers[0][4]$_DFFE_PP0P_	registers[0][4]$_DFFE_PP0P_	420
6_report	registers[0][24]$_DFFE_PP0P_	registers[0][24]$_DFFE_PP0P_	400
area by class of cell:
type,count,area [sq um]
fill,11300,68800
sequential,1024,25600
multi-input combinational,2901,24000
clock buffer,154,3220
timing repair buffer,345,2890
tap,1662,2080
clock inverter,47,573
antenna,19,47.5
inverter,9,37.5
No activity file was given, so power comes from the tool's default toggle rates.
