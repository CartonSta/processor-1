<file path="design/flow/run.sh">
#!/bin/bash
# OpenROAD 26Q1-2900-gdf79404cd8, Yosys 0.63+post, stock flow scripts
make -C /OpenROAD-flow-scripts/flow DESIGN_CONFIG=/design/flow/config.mk WORK_HOME=/design/flow/orfs finish
</file>
<file path="design/flow/config.mk">
export PLATFORM = sky130hd
export DESIGN_NAME = divider
export DESIGN_NICKNAME = divider
export VERILOG_FILES = /design/flow/design.v
export SDC_FILE = /design/flow/constraint.sdc
export NUM_CORES = 4
export LEC_CHECK = 1
export CORE_AREA = 10 10 70 70
export DIE_AREA = 0 0 80 80
</file>
<file path="design/flow/design.v">
module divider( clk, rst, dmem_clk, reg_clk);
	input clk;
	input rst;
	output reg dmem_clk;
	output reg reg_clk;
	reg[1:0] cnt;
	always @(posedge clk) begin
		if (~rst) begin
			cnt <= 2'b0;
			reg_clk <= 1'b0;
			dmem_clk <= 1'b0;
		end
		else begin
			dmem_clk <= ~dmem_clk;
			if (cnt == 3) begin
				reg_clk <= ~reg_clk;
				cnt <= 4'b0;
			end
			else begin 
				cnt <= cnt + 4'b1;
			end
		end
	end
endmodule
</file>
<file path="design/flow/constraint.sdc">
current_design divider

set clk_period 1.1
set clk_io_pct 0.2

create_clock -name clk0 -period $clk_period [get_ports {clk}]

set non_clock_inputs [all_inputs -no_clocks]
set_input_delay [expr $clk_period * $clk_io_pct] -clock clk0 $non_clock_inputs
set_output_delay [expr $clk_period * $clk_io_pct] -clock clk0 [all_outputs]
</file>
==> reports/metrics.yaml <==
whs_ns: 0.404
p_leak_uw: 0.0000963
io_pins: 4
synthDistinctLibCells: 7
die-area_mm2: 0.00640
routed_via_density: 1.44
largest_area_cell: "dfxtp_1"
routed_wl_um: 263
fp_util: 0.0385
ctsHoldBuffers: 0
coreArea_mm2: 0.00342
critPathKind: "reg2out"
postSynthCellCount: 10
status: "complete, no violations"
async_flop_share: 0
grt_max_degree: 5
fin_crit_ns: 1.01
cts_sinks: 4
grt_usage: 0.00927
die_w_um: 80
critPathBufInv: 1
cts_buffers: 3
fill_cells: 407
overflow: 0
cts_resized: 3
ff_type: "dfxtp_1"
layout-drive-gt1-share: 0.313
critPathMaxFanout: 2
fp-row-count: 21
synth.avg_cell_area_um2: 13.1
hold_path_class: "reg2reg"
drc: 0
grt_pass1_wl_um: 414
antenna_left: 0
grt_antenna_before_repair: 0
crit_path_end_kind: "output port"
htreeDepth: 1
postCtsSetupBuffers: 0
most_common_cell: "dfxtp_1"
setup_viol: 0
comb_area_um2: 51.3
clk_pin_slew_ns: 0.04
syn2layout_area_growth_pct: 82.9
clockRootBuffer: "clkbuf_4"
slew_violations: 0
finalHoldViolCount: 0
setup_tns_ns: 0
drt_iter0_drc: 0
slowest_delay_ns: 0.32
top_area_frac: 0.610
path_cells: "dlygate4sd2_1"
cts_tree: "done"
ys_chip_area_um2: 131
gp_congestion: 0.551
numSynthFlops: 4
tightest_slew_ns: 0.137
port_buffers: 3
detail_route.wl_per_cell_um: 4.24
required_ns: 0.88
critPathTopFamily: "flip-flops"
critPathArrivalTime_ns: 0.79
syn_area_um2: 131
max-vdd-ir-drop_uv: 953
edf_count: 0
seq_area_um2: 81.3
ys_cells: 10
rsz0062_at_grt: "false"
clk_latency_ns: 0.23
cap_violations: 0
yosysWarnings: 1
vias: 89
skew_ns: 0.00461
tool_warnings: 25
n_antenna_cell: 0
cts_max_path_buffers: 2
area_leaders: "dfxtp_1, ha_1, and3b_2"
fmax_mhz: 986
cp_slowest_cell: "dfxtp_2"
seq_area_frac_synth: 0.610
start_kind: "flop"
power_density_mw_per_mm2: 1550
die_y_um: 80
grt_pass1_vias: 91
finalCritPeriodShare: 0.922
slew_headroom: 0.908
first_pass_iters: 1
-- power breakdown --
| group | switching [uW] | internal, uW |
|---|---|---|
| clock network | 51.3 | 121 |
| logic | 10.2 | 21.4 |
| registers | 7.11 | 162 |
-- per-layer routing --
layer / track usage / wire length [um] / part of all wire
met5: 0 / 0 / 0
met4: 0.00352 / 0 / 0
met3: 0.0148 / 42 / 0.16
met2: 0.00883 / 83 / 0.32
met1: 0.00933 / 137 / 0.52
-- cells by family after synthesis --
| family | Yosys count | share of synthesized area |
|---|---|---|
| xor+xnor | 1 | 0.0667 |
| flops | 4 | 0.610 |
| fa+ha+maj | 1 | 0.0952 |
| simple gates | 4 | 0.229 |
-- area by class of cell --
type                            instances  area share
Clock buffer                            3      0.0938
Multi-Input combinational cell          6       0.214
Sequential cell                         4       0.339
Tap cell                               46       0.240
Timing Repair Buffer                    3       0.115
-- stage by stage --
step	setup slack, ns	instances	total power (uW)	utilization	area, um2
CTS	0.0703	62	385	0.0703	240
global route	0.0567	62	404	0.0703	240
finish	0.0854	62	373	0.0703	240
global placement	0.0299	59	205	0.0641	219
floorplan	0.208	10	186	-	131
detailed placement	0.0309	59	207	0.0641	219
-- worst paths after layout --
path            start  endpoint  slack (ns)  depth (start not counted)
max           reg_clk   reg_clk        0.09                          1
min reg2reg  dmem_clk  dmem_clk        0.40                          1
max reg2reg    cnt[0]   reg_clk        0.17                          3
min          dmem_clk  dmem_clk        0.40                          1
-- sequential cells by signal, summed over array words and instances, names as in the netlist --
register	flops
cnt	2
dmem_clk	1
reg_clk	1
-- cell usage in the layout (no fill, tap or decap), drive strengths merged --
cell type	synthesis	routed
and2	1	1
and3b	1	1
clkbuf	0	3
clkdlybuf4s50	0	1
dfxtp	4	4
dlygate4sd2	0	2
ha	1	1
nor2b	1	1
nor3b	1	1
xor2	1	1
Power figures rest on the tool's default switching activity, not on a simulated workload.
